--- flow/design.v ---
module And 
(
    input a, 
    input b,
    output out
);
    c1 AND_
    (
        .A0(1'b0),
        .A1(a),
        .SA(b),
        .B0(1'b0),
        .B1(1'b0),
        .SB(1'b0),
        .S0(1'b0),
        .S1(1'b0),
        .f(out)
    );
endmodule
module MUL #(parameter SIZE = 8) (
    input [SIZE-1:0] A,
    input [SIZE-1:0] B,
    output [2*SIZE-1:0] Y
);
    wire X_o [SIZE:0][SIZE:0];
    wire Y_o [SIZE:0][SIZE:0];
    wire C_o [SIZE:0][SIZE:0];
    wire P_o [SIZE:0][SIZE:0];
    genvar i,j;
    generate
        for (i = 0; i < SIZE; i = i + 1) begin : rows
            for (j = 0; j < SIZE; j = j + 1) begin : cols
                bitMul instOneBitMul 
                (
                    .xi(X_o[i][j]),
                    .yi(Y_o[i][j]),
                    .pi(P_o[i][j + 1]), 
                    .ci(C_o[i][j]),                    
                    .xo(X_o[i][j + 1]), 
                    .yo(Y_o[i + 1][j]), 
                    .po(P_o[i + 1][j]), 
                    .co(C_o[i][j + 1])
                );
            end
        end
    endgenerate
    generate
        for (i = 0; i < SIZE; i = i + 1) begin : outs
            assign X_o[i][0] = A[i]; 
            assign C_o[i][0] = 1'b0; 
            assign P_o[0][i + 1] = 1'b0; 
            assign P_o[i + 1][SIZE] = C_o[i][SIZE];
            assign Y_o[0][i] = B[i]; 
            assign Y[i] = P_o[i + 1][0]; 
            assign Y[i + SIZE] = P_o[SIZE][i + 1];
        end
    endgenerate
endmodule
module OR3 
(
    input a,
    input b,
    input c,
    output out
);
    c2 
    OR3_
    (
        .D00(1'b0),
        .D01(1'b1),
        .D10(1'b1), 
        .D11(1'b1), 
        .A1(a), 
        .B1(b), 
        .A0(c), 
        .B0(1'b1), 
        .out(out)
    );
endmodule
module Xor
(
    input a, 
    input b, 
    output out
);
    c2 _XOR
    (
        .D00(1'b0), 
        .D01(1'b0), 
        .D10(1'b1), 
        .D11(1'b0), 
        .A1(a), 
        .B1(b), 
        .A0(a), 
        .B0(b), 
        .out(out)
    );
endmodule
module bitMul (input xi, yi, pi, ci, output xo, yo, po, co);
    wire xy;
    wire and2_out;
    wire and3_out;
    wire and4_out;
    wire xor1_out;
    And and1
    (
        .a(xi),
        .b(yi),
        .out(xy)
    );
    And and2
    (
        .a(pi), 
        .b(xy), 
        .out(and2_out)
    );
    And and3
    (
        .a(pi), 
        .b(ci), 
        .out(and3_out)
    );
    And and4
    (
        .a(xy), 
        .b(ci), 
        .out(and4_out)
    );
    OR3 or1 
    (
        .a(and2_out), 
        .b(and3_out), 
        .c(and4_out), 
        .out(co)
    );
    Xor xor1
    (
        .a(pi), 
        .b(xy), 
        .out(xor1_out)
    );
    Xor xor2
    (
        .a(xor1_out), 
        .b(ci), 
        .out(po)
    );
    assign xo = xi;
    assign yo = yi;
endmodule
module c1(input A0 , A1 , SA , B0 , B1 ,SB , S0 , S1,output f) ;
 initial begin 
      $system("c1.exe ");
    end
wire f1 , f2 , s2; 
assign f1 = (SA)? A1:A0;
assign f2 = (SB)? B1:B0;
assign s2 = S0|S1;
assign f=(s2)?f2:f1;
endmodule
module c2 (input D00 , D01 ,D10 , D11 , A1 , B1 , A0 , B0 , output reg out);
    integer fd ;
   initial begin 
      $system("c2.exe ");
    end
    wire s0 , s1; 
    assign s1 = A1 | B1 ;
    assign s0 = A0 & B0 ;
    always @(*)
    begin 
      if (s1 == 1 && s0 == 1)
      begin
        out = D11;
      end
      if (s1 == 1 && s0 == 0)
      begin
        out = D10;
      end
      if (s1 == 0 && s0 == 1)
      begin
        out = D01;
      end
      if (s1 == 0 && s0 == 0)
      begin
        out = D00;
      end
    end
endmodule
module FDCP(
  input clk , CLR, D, 
  output reg Q);
  always @(posedge clk or posedge CLR)
    if(CLR)
      Q <= 0;
    else
      Q <= D;
endmodule
module s1(input D00 , D01 ,D10 , D11 , A1 , B1 , A0 , clr , clk , output out);
 initial begin 
      $system("s2-s1.exe ");
    end
    wire s0 , s1 ,d; 
    assign s1 = A1 | B1 ;
    assign s0 = A0 & clr ;
    assign d= ({s1,s0}== 2'd0)? D00: 
              ({s1,s0}==2'd1)? D01: 
              ({s1,s0}==2'd2)? D10: 
              ({s1,s0}==2'd3)? D11 :
                    2'bz;
    FDCP ff(clk , clr , d, out) ;
endmodule
module s2(input D00 , D01 ,D10 , D11 , A1 , B1 , A0,B0 , clr , clk , output out);
 initial begin 
      $system("s2-s1.exe ");
    end
     wire s0 , s1 ,d; 
    assign s1 = A1 | B1 ;
    assign s0 = A0 & B0;
    assign d= ({s1,s0}== 2'd0)? D00: 
              ({s1,s0}==2'd1)? D01: 
              ({s1,s0}==2'd2)? D10: 
              ({s1,s0}==2'd3)? D11 :
                    2'bz;
    FDCP ff (clk , clr , d, out) ;     
endmodule
module MUX2x1 #(parameter SIZE = 8, parameter selectSIZE = 1) (input [SIZE-1:0] A, input [SIZE-1:0] B, input [selectSIZE-1:0] select, output reg [SIZE-1:0] Y);
    always @(*) begin
        case (select)
            0: Y = A;
            1: Y = B;
            default: Y = A;
        endcase
    end
endmodule
module addSub #(parameter SIZE = 32) (input [SIZE-1:0] A, input [SIZE-1:0] B, input select,  output [SIZE-1:0] Y);
    assign Y = select ? B-A : B+A;
endmodule
module combStage
#(
    parameter RES_SIZE = 32,
    parameter ACC_SIZE = 3
)
(
    input [RES_SIZE-1:0] itemOld,
    input [RES_SIZE-1:0] currentX_i,
    input rollBack_i,
    input [RES_SIZE-1:0] resOld,
    input [ACC_SIZE-1:0] countOld,
    input [RES_SIZE-1:0] cf1,
    input [RES_SIZE-1:0] cf2,
    input isEven,
    input overflowOld,
    input initialSelect,
    output [RES_SIZE-1:0] itemNew,
    output [RES_SIZE-1:0] currentX_o,
    output rollBack_o,
    output [RES_SIZE-1:0] resNew,
    output [ACC_SIZE-1:0] countNew,
    output overflowNew
);
    wire [2*RES_SIZE-1: 0] mul1Res;
    wire [2*RES_SIZE-1: 0] mul2Res;
    wire [RES_SIZE-1: 0] muxRes;
    wire [RES_SIZE-1: 0] addOrSubVal;
MUX2x1 #(.SIZE(RES_SIZE), .selectSIZE(1)) muxCf (.A(cf1), .B(cf2), .select(rollBack_i), .Y(muxRes));
assign addOrSubVal = mul2Res[(2*RES_SIZE)-2: RES_SIZE-1];
MUL #(.SIZE(RES_SIZE))  mul1 (.A(itemOld), .B(currentX_i), .Y(mul1Res));
MUL #(.SIZE(RES_SIZE))  mul2 (.A(itemNew),  .B(muxRes), .Y(mul2Res));
    addSub #(.SIZE(RES_SIZE)) addOrSub(.A(addOrSubVal), .B(resOld), .select(isEven),  .Y(resNew));
    assign countNew = countOld + 1;
    assign rollBack_o = rollBack_i;
    assign currentX_o = currentX_i;
    MUX2x1 #(.SIZE(RES_SIZE), .selectSIZE(1)) muxInitial (.A(currentX_i), .B(mul1Res[(2*RES_SIZE)-2:RES_SIZE-1]), .select(initialSelect), .Y(itemNew));
    assign overflowNew = overflowOld || ((resOld[RES_SIZE-1] == addOrSubVal[RES_SIZE-1]) && (resOld[RES_SIZE-1] != resNew[RES_SIZE-1]));
endmodule
--- flow/run.sh ---
#!/bin/bash
# OpenROAD 26Q1-2900-gdf79404cd8, Yosys 0.63+post, stock flow scripts
make -C /OpenROAD-flow-scripts/flow DESIGN_CONFIG=/design/flow/config.mk WORK_HOME=/design/flow/orfs finish
--- flow/config.mk ---
export PLATFORM = sky130hd
export DESIGN_NAME = combStage
export DESIGN_NICKNAME = combStage
export VERILOG_FILES = /design/flow/design.v
export SDC_FILE = /design/flow/constraint.sdc
export NUM_CORES = 4
export LEC_CHECK = 1
export CORE_UTILIZATION = 50
export SYNTH_HDL_FRONTEND = slang
--- flow/constraint.sdc ---
current_design combStage

set clk_period 252.4
set clk_io_pct 0.2

create_clock -name clk0 -period $clk_period

set non_clock_inputs [all_inputs -no_clocks]
set_input_delay [expr $clk_period * $clk_io_pct] -clock clk0 $non_clock_inputs
set_output_delay [expr $clk_period * $clk_io_pct] -clock clk0 [all_outputs]
==> flow_summary.rst <==
Flow metrics
------------

.. list-table::
   :header-rows: 1

   * - Metric
     - Value
   * - Number of buffers added on ports
     - ~270
   * - Power density normalized to cell area
     - 3.42 mW/mm^2
   * - Height of the die
     - roughly 770 microns
   * - Worst relative slew slack
     - 0.443
   * - Number of hold buffers added after CTS
     - 0
   * - Final hold slack
     - between 100000 and 150000 ps
   * - Ranking of synthesized cells by area
     - ha_1, dlxtp_1, nand2b_1, inv_1, o21ai_0
   * - Synth async-reset ratio
     - 0
   * - X dimension of the die
     - approximately 770 microns
   * - Type of the most critical hold path
     - primary input to output pin
   * - Finish-stage setup viols
     - 0
   * - Std-Cell Core Area
     - 0.586 sq mm
   * - Max_cap viols
     - 0
   * - Global-route total usage across every layer
     - 0.146
   * - Summed standard-cell area reported by yosys
     - 0.294 sq mm
   * - Unique cell type count in the Yosys netlist
     - about 60
   * - Post-CTS sizing
     - 0
   * - Final hold violation count
     - 0
   * - Number of optimization iterations in the first detailed-route pass
     - 5
   * - Registers, synthesis
     - 5762
   * - Detail-routed net length per standard cell
     - 9.42 microns
   * - Remaining number of nets flagged by the antenna check after routing
     - 0
   * - Aggregate global routing overflow
     - 0
   * - Share of final-layout standard cells stronger than drive strength 1
     - 0.00735
   * - Total setup buffers inserted after CTS
     - 0
   * - Via count of the first global-routing pass
     - 156k
   * - Commonest register cell after synthesis
     - dlxtp_1
   * - Number of cells in the design after placement
     - 43.3k
   * - Count of unclocked register or latch pins
     - between 5k and 6k
   * - Via count of the routed design
     - 178k
   * - Routed wire length
     - 408000 microns
   * - Commonest cells in the netlist
     - ha_1, inv_1, dlxtp_1, nand2b_1, nand2_1
   * - Met2 layer usage reported by global route
     - 0.242
   * - Most frequent cell after synthesis
     - ha_1
   * - EDFF count, synth
     - 0
   * - Total I/O pin count
     - 268
   * - Crit path arrival time
     - 55300 ps
   * - Worst slew pin tran
     - just over 800 ps
   * - Fraction of met3 tracks used by global routing
     - 0.00471
   * - Yosys warning count
     - 0
   * - Peak fanout along the critical path
     - 30
   * - Max rail drop VDD
     - 0.00164 mV
   * - Final critical-path required period
     - 105780 ps
   * - Required @ worst endpoint
     - around 200000 ps
   * - Standard-cell rows
     - 281
   * - Area share of the largest cell type after synthesis
     - 0.410
   * - Endpoints left unconstrained
     - between 5k and 6k
   * - Initial antenna violation count
     - 22
   * - DRC violations left
     - 0
   * - Vias per std cell
     - 4.12
   * - Cell area after synthesis
     - 0.294 sq mm
   * - Gate count after technology mapping
     - 33.7k
   * - Number of logged tool warnings
     - 1033
   * - Final cell count without fillers
     - 43.3k
   * - Initial Util
     - 0.502
   * - Final sum of negative setup slack
     - 0 ps
   * - Overall die area
     - slightly below 0.6 sq mm
   * - Largest area contributor in the synthesized netlist
     - ha_1
   * - Number of violations reported at the end of detailed-routing iteration 0
     - 3865
   * - Met1 layer usage reported by global route
     - 0.231
   * - Switching power of the nets
     - around 0.44 mW
   * - Total half-perimeter wirelength after legalization and detailed placement
     - 362000 microns
   * - Mean post-synth cell area
     - 8.74 sq um
   * - Cell total in the yosys stat output
     - 33.7k
   * - Setup repair after global routing missed its margin
     - false
   * - Outcome
     - completed
   * - Proportion of total power due to net switching
     - 0.411
   * - Type of the worst setup path
     - primary input to output pin
   * - Maximum number of pins on one net before global-route repair
     - 46
   * - Weighted congestion reported at the end of routability-driven placement
     - between 0.7 and 0.8
   * - Area added between synthesis and finish
     - 6.23%
   * - Final tally of max-slew violations
     - 0
   * - First-pass GRT wire length
     - 706000 microns
   * - Internal power component
     - 0.630 mW
   * - Nature of the critical path endpoint
     - output pin
   * - Leakage power
     - 190 nW
   * - Startpoint class of the critical path
     - primary input
   * - Period Utilization, post-route
     - 0.419
   * - Highest clock rate
     - about 9.5 MHz
   * - Most congested layer reported by global routing
     - met2
==> routing by layer <==
layer / routed length, microns / vias up / share of wire
met5: 27 / - / 0.000066
met4: 1980 / 4 / 0.0048
met3: 5540 / 51 / 0.014
met2: 172000 / 435 / 0.42
met1: 228000 / 76361 / 0.56
li1: - / 101361 / -
==> cells by family after synthesis <==
group | Yosys count | share of synthesized area
buffers and inverters | 8166 | 0.105
other | 1 | 0.0000127
adder cells (fa/ha/maj) | 9644 | 0.410
XOR/XNOR | 58 | 0.00179
AND/OR/NAND/NOR | 7935 | 0.150
multiplexers | 67 | 0.00248
latches | 5762 | 0.294
AND-OR/OR-AND | 2031 | 0.0361
==> cell type report <==
type                       instances  area (sq um)
fill                           51333        273000
multi-input combinational      21653        184000
sequential                      5762         86500
inverter                        7663         28800
tap                             7782          9740
timing repair buffer             414          3500
antenna                            8          20.0
==> critical path: stages <==
cell and delay, ps:
clkdlybuf4s50_1 460, buf_4 420, inv_1 300, o41ai_1 150
xor2_1 180, ha_1 320, a2111oi_0 660, a211oi_1 100
o21ai_1 170, a21oi_1 180, o2111ai_1 420, a21oi_1 220
or4_1 500, nand3_1 210, clkdlybuf4s50_1 510
==> final timing paths <==
path                  startpoint        endpoint  slack [ps]  cells past startpoint
hold / removal    currentX_i[29]  currentX_o[29]      101510                      2
setup / recovery          isEven      resNew[27]      146620                     15
==> registers in the layout, summed over array words and instances, names as in the netlist <==
name                                        count
mul1.rows.cols.instOneBitMul.or1.OR3_.out     959
mul2.rows.cols.instOneBitMul.xor2._XOR.out    961
mul2.rows.cols.instOneBitMul.xor1._XOR.out    961
mul2.rows.cols.instOneBitMul.or1.OR3_.out     959
mul1.rows.cols.instOneBitMul.xor1._XOR.out    961
mul1.rows.cols.instOneBitMul.xor2._XOR.out    961
==> placed cells by master (no fill, tap or decap), drive strengths merged, types with 4 or more instances in the layout <==
cell / n
ha: 9643
inv: 7659
dlxtp: 5762
nand2b: 5651
nand2: 2064
conb: 1918
o21ai: 1818
clkdlybuf4s50: 212
buf: 202
nor2: 100
a21o: 72
nand3: 69
o21bai: 63
xnor2: 46
mux2: 45
a21oi: 43
mux2i: 22
xor2: 12
nor3: 12
nand4: 9
a31oi: 9
diode: 8
o21a: 5
nor4: 5
clkinv: 4
nor2b: 4
and2: 4
==> metrics by stage <==
stage          total power, mW  setup slack [ps]  instance area [sq um]  utilization
2_1_floorplan            0.913            148490                 301000            -
3_3_place_gp              1.05            146320                 312000        0.533
3_5_place_dp              1.08            146530                 312000        0.533
4_1_cts                   1.09            146490                 312000        0.533
5_1_grt                   1.26            146270                 312000        0.533
6_report                  1.07            146620                 312000        0.533
Power and IR drop assume default switching activity.
