==> flow/constraint.sdc <==
current_design seqStage

set clk_period 1.1
set clk_io_pct 0.2

create_clock -name clk0 -period $clk_period [get_ports {clk}]

set non_clock_inputs [all_inputs -no_clocks]
set_input_delay [expr $clk_period * $clk_io_pct] -clock clk0 $non_clock_inputs
set_output_delay [expr $clk_period * $clk_io_pct] -clock clk0 [all_outputs]
==> flow/run.sh <==
#!/bin/bash
# OpenROAD 26Q1-2900-gdf79404cd8, Yosys 0.63+post, stock flow scripts
make -C /OpenROAD-flow-scripts/flow DESIGN_CONFIG=/design/flow/config.mk WORK_HOME=/design/flow/orfs finish
==> flow/config.mk <==
export PLATFORM = sky130hd
export DESIGN_NAME = seqStage
export DESIGN_NICKNAME = seqStage
export VERILOG_FILES = /design/flow/design.v
export SDC_FILE = /design/flow/constraint.sdc
export NUM_CORES = 4
export LEC_CHECK = 1
export CORE_UTILIZATION = 50
export SYNTH_HDL_FRONTEND = slang
==> flow/design.v <==
module seqStage
#(
    parameter RES_SIZE = 32,
    parameter ACC_SIZE = 3
)
(
    input clk,
    input rst,
    input [RES_SIZE-1:0] itemOld,
    input [RES_SIZE-1:0] currentX_i,
    input rollBack_i,
    input [RES_SIZE-1:0] resOld,
    input [ACC_SIZE-1:0] countOld,
    input overflowOld,
    input en_count,
    input [ACC_SIZE-1:0] selectStage,
    output reg [RES_SIZE-1:0] itemNew,
    output reg [RES_SIZE-1:0] currentX_o,
    output reg rollBack_o,
    output reg [RES_SIZE-1:0] resNew,
    output reg [ACC_SIZE-1:0] countNew,
    output reg overflowNew
);
reg [RES_SIZE-1:0] item;
reg [RES_SIZE-1:0] currentX;
reg rollBack;
reg [RES_SIZE-1:0] res;
reg [ACC_SIZE-1:0] count;
reg overflow;
always @(posedge clk , posedge rst) begin
    if (rst) begin
        item <= 0;
        count <= {(ACC_SIZE){1'b1}};
        rollBack <= 0;
        res <= 0;
        currentX <= 0;
        overflow <= 0;
    end
    else begin
        if (en_count && selectStage >= countOld) begin
            res <= resOld;
        end
        if (en_count) begin
            count <= countOld;
            currentX <= currentX_i;
            overflow <= overflowOld;
            item <= itemOld;
            rollBack <= rollBack_i;
        end
    end
end
always @(*) begin
    itemNew <= item;
    countNew <= count;
    rollBack_o <= rollBack;
    resNew <= res;
    currentX_o <= currentX;
    overflowNew <= overflow;
end
endmodule
==> results.env <==
HTREE_LEVELS=3
DIEHEIGHT_UM=95.8
CTS_MADE_BUFFERS=9
FIRST_PASS_GRT_WIRE_LENGTH_UM=20100
CONGESTION_OVERFLOW_GR=0
WORSTMARGINPINSLEW_PS=265
FINAL-MAX-SLEW-VIOLATION-COUNT=0
GRT_USE_TOTAL_PCT=31.0
MULTIINPUTGATEAREA_MM2=0.00174
SETUP-VIOLATIONS-FINAL=15
CRIT_FAMILY='flip-flops'
TIMING.MAX_CAP.VIOLATIONS=0
SYN_STD_CELL_AREA_MM2=0.00440
STDCELL_COUNT=708
POST_SYNTH.CELL_AREA_AVG_UM2=12.6
POWER.SHARE.SWITCHING_PCT=27.2
SYNTH.AREA.TOP_CELLS='sky130_fd_sc_hd__dfrtp_1, sky130_fd_sc_hd__mux2_2, sky130_fd_sc_hd__o211ai_1'
FLOORPLAN.CORE_UTIL_PCT=52.5
POSTLAYOUTSETUPSLACKWORST_PS=-97.3
POWER_DENSITY_OF_THE_PLACED_CELLS_mW_PER_MM2=1440
FIRST_GLOBAL_VIAS=3777
ANTENNA_CELLS_INSERTED=0
YOSYS.AREA.TOP_TYPE='sky130_fd_sc_hd__dfrtp_1'
LEAKAGE_nW=2.95
CRITICAL_PATH_PEAK_FANOUT=2
FINAL_CORE_UTIL_PCT=80.8
FLOW.AREA_GROWTH_FROM_SYNTHESIS_PCT=53.9
FINAL.MIN_CLOCK_PERIOD_PS=1200
CLOCK.LATENCY.LATE_PIN_PS=350
PLACED_CELLS=656
NETLIST.AREA_LEADER.SHARE_PCT=55.7
AREA.SEQUENTIAL_MM2=0.00253
FILLER_CELLS_INSERTED=520
WORSTHOLDPATHTYPE='input port to flip-flop'
CRITICALPATHCATEGORY='flip-flop to output pin'
DIEWIDTH_UM=95.8
AVGROUTEDWIREPERCELL_UM=19.4
YS_CELLS=350
FINAL_LAYOUT_SIZE_SUFFIX_GT1_SHARE_PCT=45.3
TIMING.SLEW.HEADROOM_PCT=82.4
IO_PINS=208
SLOWEST_DELAY_PS=530
CRITICAL_PATH_ARRIVAL_PS=980
OPENROAD.WARNINGS=29
MAX-VDD-IR-DROP_mV=0.964
YOSYS_REGISTER_BITS=101
PART_OF_THE_YOSYS_AREA_USED_FOR_SEQUENTIAL_ELEMENTS_PCT=57.5
SYNTH.YOSYS.CHIP_AREA_MM2=0.00440
PLACEABLECOREAREA_MM2=0.00838
YS_TYPES=18
OUTCOME='finished with violations'
POWER.SHARE.SEQUENTIAL_PCT=47.5
CTS.SINK_COUNT=101
SYN-INSTANCE-COUNT=350
HOLD_VIOL_FINAL=0
ANTENNA_VIOLATING_NETS_POST_ROUTE=0
DETAIL_ROUTE.DRC_VIOLATIONS=0
CTS.PATH.MAX_BUFFERS=2
MAXIMUM_OPERATING_FREQUENCY_GHz=0.835
PRE_REPAIR_DR_ITERATION_COUNT=4
CTS_ROOT_BUFFER='sky130_fd_sc_hd__clkbuf_8'
FLOORPLAN.DIE_AREA_MM2=0.00918
POWER.SWITCHING_W=0.00266
ENDPOINT_KIND='output pin'
INTERNAL_PWR_TOTAL_W=0.00713
CRIT_PATH_CELL_TRACE='buf_2'
PLACE.GP.CONGESTION=0.781
DRTITER0DRC=178
SYNTHESIS.YOSYS.WARNINGS=0
CP_SLOWEST_CELL='sky130_fd_sc_hd__dfstp_2'
WORSTPATHREQUIRED_PS=880
CTS_TREE='done'
PORTBUFFERS=207
TOTALWIRELENGTH_UM=13700
GRT_MAX_DEGREE=50
CP_NUM_BUF_INV=1
CLOCK_TRANSITION_AT_THE_REGISTERS_OF_THE_REPORTED_PATHS_PS=90
RSZ0062_AT_GRT='yes'
GRT_ANTENNA_BEFORE_REPAIR=0
CLOCK_POWER_SHARE_PCT=22.2
PWR-SHARE-COMB_PCT=30.3
FIN_WORST_SKEW_PS=0
STD_CELL_ROWS=33
POST-ROUTE-PERIOD-UTIL_PCT=109
POST_DRT_VIA_CELL_RATIO=5.43
FAILED_CHECKS='setup timing'
DETAILED_PLACE_HPWL_UM=9480
SETUP.WORST_PATH.START_CLASS='flip-flop'
DR_TOTAL_VIAS=3845
## synthesized netlist by cell type (all sizes together)
master	count
o211ai	61
o21a	1
dfrtp	98
ha	3
nand2	33
nor3b	6
buf	16
inv	6
clkbuf	15
a21oi	4
dfstp	3
nor2b	1
nor2	2
mux2	69
o21ai	32
## power by group through the flow
| stage | logic (W) | clock network, W | registers (W) |
|---|---|---|---|
| global route | 0.00324 | 0.00239 | 0.00472 |
| finish | 0.00297 | 0.00217 | 0.00465 |
| CTS | 0.00279 | 0.00221 | 0.00465 |
## cells in the final DEF, fill, tap and decap left out, types with 2 or more instances in the layout
master	Yosys	final
sky130_fd_sc_hd__nand2_1	33	32
sky130_fd_sc_hd__dfstp_2	3	3
sky130_fd_sc_hd__clkinvlp_4	0	4
sky130_fd_sc_hd__clkbuf_8	0	11
sky130_fd_sc_hd__inv_1	6	2
sky130_fd_sc_hd__inv_2	0	2
sky130_fd_sc_hd__buf_4	6	48
sky130_fd_sc_hd__nor3b_1	6	5
sky130_fd_sc_hd__buf_2	5	104
sky130_fd_sc_hd__o21ai_2	0	2
sky130_fd_sc_hd__clkdlybuf4s50_1	0	99
sky130_fd_sc_hd__a21oi_1	4	3
sky130_fd_sc_hd__dfrtp_1	98	98
sky130_fd_sc_hd__nor2_4	0	2
sky130_fd_sc_hd__buf_12	0	10
sky130_fd_sc_hd__clkbuf_2	2	4
sky130_fd_sc_hd__mux2_2	69	69
sky130_fd_sc_hd__o21ai_0	32	16
sky130_fd_sc_hd__o21ai_1	0	14
sky130_fd_sc_hd__o211ai_1	61	61
sky130_fd_sc_hd__ha_4	0	3
## final cells by class
class	count	area share, %
tap	105	1.94
clock buffer	11	2.23
clock inverter	4	0.462
multi-input combinational	213	25.6
sequential	101	37.4
timing repair buffer	268	31.8
inverter	6	0.572
## path summary, 6_finish.rpt
check	slack, ps	from	cells after the start	endpoint
worst min register to register	510	itemNew[19]	1	itemNew[19]
min in group asynchronous	300	rst	3	currentX_o[8]
worst max-delay path	-100	countNew[2]	1	countNew[2]
worst max register to register	20	resNew[2]	5	resNew[2]
worst min-delay path	130	countOld[1]	2	countNew[1]
max in group asynchronous	490	rst	3	countNew[1]
## per-stage QoR
stage	hold WS, ps	area, µm²	setup slack [ps]	setup TNS [ps]	total power, W
detailed placement	494	6770	-786	-24160	0.00770
global placement	486	6770	-715	-22640	0.00756
CTS	228	6690	-116	-854	0.00966
global route	118	6780	-140	-3340	0.0104
finish	126	6780	-97.3	-511	0.00979
floorplan	372	4480	-321	-34320	0.00566
## sequential cells by signal, summed over array words and instances, names as in the netlist
name         flops
rollBack_o       1
resNew          32
overflowNew      1
currentX_o      32
itemNew         32
countNew         3
## cells by family (layout without fill, tap and decap cells)
group	count (synthesis)	count (layout)	share of synthesized area, %
flops	101	101	57.5
compound gates	98	98	14.8
mux	69	69	17.7
simple gates	42	43	4.43
buf+inv	37	289	4.72
fa+ha+maj	3	3	0.853
## repair_timing
action	4_1_cts	5_1_grt
endpoints found under the hold margin	0	0
setup endpoints to repair	133	127
setup buffers	24	10
gates resized	343	11
pin swaps	7	8
gates cloned	2	2
hold buffers	0	0
## layer usage
metal	routed length, µm	global-route usage (%)	share of wire (%)
met1	5490	44.4	40
met2	6500	49.6	47
met3	1450	10.4	11
met4	290	4.10	2.1
met5	0	0	0
Power and IR drop assume default switching activity.
